$ cat flow/config.mk
export PLATFORM = sky130hd
export DESIGN_NAME = Top_module
export DESIGN_NICKNAME = Top_module
export VERILOG_FILES = /design/flow/design.v
export SDC_FILE = /design/flow/constraint.sdc
export NUM_CORES = 4
export LEC_CHECK = 1
export CORE_UTILIZATION = 40
$ cat flow/constraint.sdc
current_design Top_module

set clk_period 4.1
set clk_io_pct 0.2

create_clock -name clk0 -period $clk_period [get_ports {i_clk_fpga}]

set non_clock_inputs [all_inputs -no_clocks]
set_input_delay [expr $clk_period * $clk_io_pct] -clock clk0 $non_clock_inputs
set_output_delay [expr $clk_period * $clk_io_pct] -clock clk0 [all_outputs]
$ cat flow/design.v
`timescale 1ns / 1ps
module Top_module
(
input  i_clk_fpga , 
input reset , 
input en , 
output [7:0] seven_seg , 
output [2:0] seg_en , 
output led 
    );
	 wire counter_en ;
	 parameter max_cnt = 50_000_000-1 ;  
	 reg [26:0] counter_100M ;               
	 reg [3:0] counter_up_down ;   
	 assign seg_en = 3'b100 ;  
seven_seg_display U1( counter_up_down,seven_seg );
always @ (posedge i_clk_fpga , negedge reset)
  if(~reset)
    counter_100M <= 0;
	  else if (counter_100M == max_cnt)   
	    counter_100M <= 0 ;
		  else
		    counter_100M <= counter_100M + 1'b1;
	 always @(posedge i_clk_fpga )
	  begin
	   if (~reset)
		 counter_up_down <= 0 ;
		   else if (counter_en )  
				if (en==1'b1)
				counter_up_down <= counter_up_down + 1'b1;
				else
				 counter_up_down<= counter_up_down -1'b1 ;
				 end
			   assign counter_en = counter_100M == 0 ;
				assign led = counter_up_down ==  15;
	endmodule
`timescale 1ns / 1ps
module seven_seg_display
	   #(parameter DATA_WIDTH1 = 4 , 
  parameter DATA_WIDTH2 = 8 
   )
(
    input [DATA_WIDTH1-1:0] d_in,
    output reg [DATA_WIDTH2-1:0] o_seven_seg 
    );
	always @(*)
	begin
	case(d_in)
	4'h0:o_seven_seg[DATA_WIDTH2-1:0] =	8'b0000_0011;  
	4'h1:o_seven_seg[DATA_WIDTH2-1:0] = 8'b1001_1111;  
	4'h2:o_seven_seg[DATA_WIDTH2-1:0] = 8'b0010_0101;   
	4'h3:o_seven_seg[DATA_WIDTH2-1:0]=	8'b0000_1101;  
	4'h4:o_seven_seg[DATA_WIDTH2-1:0] = 8'b1001_1001;  
	4'h5:o_seven_seg[DATA_WIDTH2-1:0] = 8'b0100_1001;  
	4'h6:o_seven_seg[DATA_WIDTH2-1:0] = 8'b0100_0001;  
	4'h7:o_seven_seg[DATA_WIDTH2-1:0] = 8'b0001_1111;  
	4'h8:o_seven_seg[DATA_WIDTH2-1:0] = 8'b0000_0001;   
	4'h9:o_seven_seg[DATA_WIDTH2-1:0] = 8'b0001_1001;   
	4'ha:o_seven_seg[DATA_WIDTH2-1:0] = 8'b0001_0001;   
	4'hb:o_seven_seg[DATA_WIDTH2-1:0] = 8'b1100_0001;  
	4'hc:o_seven_seg[DATA_WIDTH2-1:0] = 8'b0110_0011;  
	4'hd:o_seven_seg[DATA_WIDTH2-1:0] = 8'b1000_0101;   
	4'he:o_seven_seg[DATA_WIDTH2-1:0] = 8'b0110_0001;   
	default:o_seven_seg[DATA_WIDTH2-1:0]  = 8'b0000_0011;  
endcase
 end
endmodule
$ cat flow/run.sh
#!/bin/bash
# OpenROAD 26Q1-2900-gdf79404cd8, Yosys 0.63+post, stock flow scripts
make -C /OpenROAD-flow-scripts/flow DESIGN_CONFIG=/design/flow/config.mk WORK_HOME=/design/flow/orfs finish
==> flow_summary_export.csv <==
group,metric,value,unit
status,outcome,"complete, no violations",
clock_network,clk_transition_reported_paths,80,ps
clock_network,clockBufferDepth,2,
logic_synthesis,yosys-dominant-comb-family,"simple AND/OR/NAND/NOR gates",
clock_network,clock_tree_root_buffer_cell,"clkbuf_8",
critical_path,timing.setup.critical_path_class,"register to register",
power,leakagePower,1.02,nW
logic_synthesis,synth.cellmix.adderShare,0.0687,
job,log.warning_count,31,
critical_path,worst_ep_required_time,4300,ps
route,ant_nets,0,
clock_network,post_cts_resized,0,
logic_synthesis,synthesized_cell_area,0.00211,sq mm
route,top_routing_layer_in_use,"met4",
route,dr_pass1_iterations,4,
sta,min_period_over_period,0.807,
place,port_buffers,10,
place,gp_routability_congestion,0.788,
critical_path,cp_top_family,"simple AND/OR/NAND/NOR gates",
logic_synthesis,netlist_instances,221,
clock_network,cts_made_buffers,5,
floorplan,fp.coreArea,0.00511,sq mm
final_layout,flow.area_growth_from_synthesis,12.4,%
place,post-dp-hpwl,2.61,mm
route,drcViolationCount,0,
grt,first_global_vias,1328,
logic_synthesis,ys_dominant_reg_cell,"dfrtp_1",
route,wl,3.64,mm
sta,final_hold_viol_count,0,
sta,report.final.slew_viol_count,0,
power,ir_drop,190,uV
logic_synthesis,post_synth_and_or_nand_nor_area_fraction,0.259,
critical_path,path_common_cell,"or4_4",
sta,skew_final,5.22,ps
logic_synthesis,synth_cell_types,43,
clock_network,cts_setup_buffers,0,
critical_path,reg2reg_setup_slack,790,ps
logic_synthesis,async_sr_flop_fraction,0.711,
grt,grt_util_all_layers,0.149,
grt,grt_max_degree,29,
final_layout,final_cell_area,0.00237,sq mm
logic_synthesis,synth-edff-count,0,
logic_synthesis,yosys-stat-area,0.00211,sq mm
critical_path,timing.critical_path.slowest_cell_delay,560,ps
clock_network,cts_tree,"built",
grt,globalRoute.totalOverflow,0,
route,vias,1477,
floorplan,die_area,0.00557,sq mm
floorplan,design.portCount,15,
route,avgViaCountPerCell,4.81,
critical_path,cp_slowest_cell,"or4_4",
sta,rsz0062_at_grt,"false",
route,post_drt_wl_per_cell,11.9,microns
sta,min_period,3310,ps
clock_network,cts_hold_buf,0,
place,placedInstanceArea,0.00228,sq mm
critical_path,critical_path.endpoint_type,"register",
critical_path,worstPathMaxFanout,6,
hold_path,worst_hold_path_type,"register to register",
logic_synthesis,synth-seq-cells,38,
critical_path,worstPathCellList,"or4_4 > or4_4 > nor2_4 > mux2i_1 > and2_1 > inv_1 > ha_1 > or3b_1 > o311ai_2",
final_layout,layout-drive-gt1-share,0.101,
critical_path,cp.arrival,3510,ps
critical_path,critPathLaunchType,"register",
route,detail_route.wirelength.met1,1.91,mm
job,maxCapViolCount,0,
clock_network,h-tree-depth,2,
logic_synthesis,yosys.area_share.aoi,0.0521,
logic_synthesis,synth_seq_share,0.424,
power,power_density,276,mW/mm^2
grt,grt_first_pass_wirelength,6.24,mm
floorplan,initial_utilization,0.414,
floorplan,rows,26,
logic_synthesis,synth-cells-yosys,221,
sta,achievable-frequency,0.302,GHz
sta,worst_slew_pin_slew,534,ps
clock_network,cts.sink_count,38,
floorplan,die_width,74.7,microns
route,dr_wl_met2,1.57,mm
route,initialDrtViolationCount,74,
sta,setup_tns,0,ps
sta,setup-violations-final,0,
floorplan,die_h,74.7,microns
sta,worst_slew_margin,0.642,
logic_synthesis,mux_area_frac,0.0190,
critical_path,critPathBufInv,1,
final_layout,fillers,480,
route,detail_route.antenna_diodes,0,
grt,number_of_antenna_violations_at_the_first_check_in_global_routing,0,
clock_network,clk_latency,290,ps
logic_synthesis,syn_area_cell,9.56,sq um
route,wl_met3,111,microns
logic_synthesis,yosys.area_share.xor_xnor,0.120,
logic_synthesis,synth-warning-count,2,
[final timing paths]
path	startpoint	cells past startpoint	endpoint
hold / removal	counter_100M[26]$_DFF_PN0_	1	counter_100M[26]$_DFF_PN0_
max in group asynchronous	reset	2	counter_100M[7]$_DFF_PN0_
setup reg to reg	counter_100M[9]$_DFF_PN0_	9	seven_seg[1]$_DFF_P_
hold reg to reg	counter_100M[26]$_DFF_PN0_	1	counter_100M[26]$_DFF_PN0_
min in group asynchronous	reset	2	counter_100M[19]$_DFF_PN0_
setup / recovery	counter_100M[9]$_DFF_PN0_	9	seven_seg[1]$_DFF_P_
[report_power, final]
part / leakage (nW) / internal [W] / switching, W / total (W)
Sequential: 0.456 / 0.000373 / 0.000000000000000000458 / 0.000373
Clock: 0.0515 / 0.000136 / 0.000135 / 0.000271
Combinational: 0.508 / 0.00000391 / 0.00000904 / 0.0000129
[cells by family after synthesis]
family                     Yosys count
adders and majority gates           11
and+or+nand+nor                    102
AOI/OAI and AO/OA                   12
muxes                                4
xor gates and xnor gates            29
other                                2
DFF                                 38
buffers and inverters               23
[per-layer routing]
metal  up-vias  global-route usage
met5         -                   0
met2        14               0.212
met3         5              0.0326
met4         0              0.0231
met1       692               0.243
li1        766                   -
[registers in the layout (all words and copies together) (netlist names)]
name / count
counter_100M: 27
seven_seg: 7
counter_up_down: 4
[cell usage in the layout, fill, tap and decap left out, drive strengths merged, types with 9 or more instances in the layout]
master | Yosys | routed
nor2 | 30 | 30
dfrtp | 27 | 27
xnor2 | 20 | 20
nand2 | 18 | 18
inv | 15 | 16
nand3 | 12 | 12
dfxtp | 11 | 11
ha | 10 | 10
clkdlybuf4s50 | 0 | 10
xor2 | 9 | 9
[layout make-up]
| class | instances | area, sq um | share of cell area |
|---|---|---|---|
| flip-flops and latches | 38 | 896 | 0.377 |
| multi-input cells | 162 | 1110 | 0.468 |
| clock buffers | 6 | 82.6 | 0.0348 |
| repair buffers | 14 | 130 | 0.0548 |
| well taps | 70 | 87.6 | 0.0369 |
| clock inverters | 2 | 11.3 | 0.00474 |
| inverters | 15 | 56.3 | 0.0237 |
[synth_stat cells, drive strengths merged (2+ instances only)]
master  number  share of area
and2         3         0.0089
and4         4          0.017
buf          6          0.023
clkbuf       2         0.0036
conb         2         0.0036
dfrtp       27           0.32
dfxtp       11           0.10
ha          10          0.059
inv         15          0.027
mux2i        4          0.019
nand2       18          0.032
nand2b       4          0.012
nand3       12          0.028
nand4        7          0.021
nor2        30          0.057
nor2b        2         0.0059
nor3         4         0.0095
nor4         4          0.012
o21ai        4         0.0095
or3          3         0.0089
or3b         3          0.012
or4          4          0.020
xnor2       20          0.083
xor2         9          0.037
[stage by stage]
step	util	instances	setup WS, ps	hold slack (ps)	total power, W
2_1_floorplan	-	223	1080	447	0.000387
3_3_place_gp	0.447	299	686	471	0.000394
3_5_place_dp	0.447	299	600	473	0.000394
4_1_cts	0.465	307	782	486	0.000667
5_1_grt	0.465	307	651	528	0.000687
6_report	0.465	307	790	483	0.000656
Power and IR drop assume default switching activity.
